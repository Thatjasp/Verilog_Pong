**./design.v**
```verilog
module seven_segment (
input [3:0]i,
output reg [6:0]o
);
always @(*)
begin
	case (i)
7'd0: o = 7'b0000001;
7'd1: o = 7'b1001111;
7'd2: o = 7'b0010010;
7'd3: o = 7'b0000110;
7'd4: o = 7'b1001100;
7'd5: o = 7'b0100100;
7'd6: o = 7'b0100000;
7'd7: o = 7'b0001111;
7'd8: o = 7'b0000000;
7'd9: o = 7'b0000100;
7'd10: o = 7'b0001000;
7'd11: o = 7'b1100000;
7'd12: o = 7'b0110001;
7'd13: o = 7'b1000010;
7'd14: o = 7'b0110000;
7'd15: o = 7'b0111000;
default: o = 7'b1111111;
endcase
end
endmodule
```
**./run.sh**
```bash
#!/bin/bash
# OpenROAD 26Q1-2900-gdf79404cd8, Yosys 0.63+post, stock flow scripts
make -C /OpenROAD-flow-scripts/flow DESIGN_CONFIG=/design/flow/config.mk WORK_HOME=/design/flow/orfs finish
```
**./config.mk**
```make
export PLATFORM = sky130hd
export DESIGN_NAME = seven_segment
export DESIGN_NICKNAME = seven_segment
export VERILOG_FILES = /design/flow/design.v
export SDC_FILE = /design/flow/constraint.sdc
export NUM_CORES = 4
export LEC_CHECK = 1
export CORE_AREA = 10 10 70 70
export DIE_AREA = 0 0 80 80
```
**./constraint.sdc**
```tcl
current_design seven_segment

set clk_period 2.3
set clk_io_pct 0.2

create_clock -name clk0 -period $clk_period

set non_clock_inputs [all_inputs -no_clocks]
set_input_delay [expr $clk_period * $clk_io_pct] -clock clk0 $non_clock_inputs
set_output_delay [expr $clk_period * $clk_io_pct] -clock clk0 [all_outputs]
```
==> impl_metrics.ini <==
; flow metrics
[logic_synthesis]
yosys.area.top_type = sky130_fd_sc_hd__ha_1
post_synth_cell_types = 13
post_synthesis_instance_area_um2 = 269
synthTopCellsByArea = sky130_fd_sc_hd__ha_1 33%, sky130_fd_sc_hd__mux2i_1 22%, sky130_fd_sc_hd__mux4_2 8.4%
ys.warnings.count = 1
syn-mean-instance-area_um2 = 8.15
yosysSeqAreaShare_pct = 0
ys_chip_area_um2 = 269
syn-instance-count = 33
synth.yosys.num_cells = 33
synthDominantCellAreaShare_pct = 32.6

[final_timing]
tightest_slew_ns = 0.182
finalMaxSlewViolations = 0
grt_setup_unrepaired = no
timing.hold.ws_ns = 1.47
tmin_final_ns = 2.15
timing.setup.tns_ns = 0
timing_hold_violations_final = 0
timing.final.crit_share_pct = 93.3
max_freq_mhz = 466
report.final.setup_viol = 0
slew-limit-headroom_pct = 87.9

[global_routing]
grt_pass1_vias = 263
grt_start_max_net_pins = 11
global_route_wire_length_before_repair_um = 1090
antenna_found_initial = 0
grt_use_total_pct = 1.92
grt_overflow_total = 0

[worst_setup_path]
worstPathCellList = clkbuf_2 > buf_6 > ha_1 > nand2b_1 > mux2i_1 > clkdlybuf4s50_1
setup.worst_path.start_class = input pin
critical_path.max_stage_delay_ns = 0.48
critical_path_rt_ns = 1.84
cell_at_the_slowest_stage_of_the_critical_path = sky130_fd_sc_hd__clkdlybuf4s50_1
crit_path_max_fanout = 6
critPathArrivalTime_ns = 1.69
timing.setup.critical_path_class = input pin to output port
crit_path_capture_type = output port

[pwr]
clockPowerShare_pct = 0
cell_internal_pwr_uw = 45.3
power.share.combinational_pct = 100.0
power-per-cell-area_mw_per_mm2 = 154
leakagePower_nw = 0.226
power.share.switching_pct = 37.6
irDropWorstVdd_uv = 19.0
netSwitchingPower_uw = 27.3
p_seq_share_pct = 0

[clock_network]
postCtsSetupRepairBufs = 0

[floorplanning]
die.size.x_um = 80
placeableCoreArea_mm2 = 0.00342
pin_count = 11
total_die_size_mm2 = 0.00640
rows = 21
floorplanUtilization_pct = 7.88
fp.dieH_um = 80

[final_layout]
final_cell_mix = 7 x sky130_fd_sc_hd__ha_1, 6 x sky130_fd_sc_hd__mux2i_1, 6 x sky130_fd_sc_hd__clkdlybuf4s50_1
fillers = 397
flop-count = 0
layout.cell_area.non_filler_um2 = 472
drive_gt1_share_pct = 24.5
layout.cells.most_common = sky130_fd_sc_hd__ha_1
layout.area.seq_um2 = 0
nClkBuffers = 0
area_delta_synth_final_pct = 75.3

[flow_run]
tool_warnings = 38
drv.max_cap_violation_count = 0

[detailed_routing]
drt_iter0_drc = 5
antenna-diode-count = 0
vias = 270
drt_drc_violations_left = 0
detailedRoute.firstPassIterationCount = 4
route.detailed.wl_per_inst_um = 6.84
viasPerCell = 2.84
route.antenna.remaining_nets = 0
detail_route.wirelength_um = 650

[placed_design]
gp_routability_congestion = 0.763
placedInstanceArea_um2 = 474
hpwlAfterDp_um = 587
io_buffer_count = 11

[run_status]
run_status = finished, final reports clean

[hold_path]
worst_hold_path_type = input pin to output port
cell type report:
type / count / area [um^2] / share of cell area [%]
multi-input combinational: 28 / 243 / 51.5
timing repair buffer: 18 / 160 / 34.0
tap: 46 / 57.6 / 12.2
inverter: 3 / 11.3 / 2.39
layer usage:
metal	GRT usage, %	vias to the layer above	part of all wire (%)
met5	0	-	0
met3	0.455	0	13
li1	-	147	-
met1	2.45	115	44
met4	0	0	0
met2	3.37	8	42
power by group through the flow:
stage         Combinational [mW]  Clock [mW]  Sequential (mW)
CTS                       0.0745           0                0
finish                    0.0726           0                0
global route              0.0815           0                0
synth_stat cells:
cell	n
sky130_fd_sc_hd__o211ai_1	1
sky130_fd_sc_hd__mux4_2	1
sky130_fd_sc_hd__o21ai_1	2
sky130_fd_sc_hd__clkbuf_1	1
sky130_fd_sc_hd__buf_6	1
sky130_fd_sc_hd__inv_1	3
sky130_fd_sc_hd__nor2_1	5
sky130_fd_sc_hd__nand2_1	1
sky130_fd_sc_hd__mux2i_1	6
sky130_fd_sc_hd__ha_1	7
sky130_fd_sc_hd__a32o_1	1
sky130_fd_sc_hd__nand2b_1	2
sky130_fd_sc_hd__a21oi_1	2
through the flow:
stage / power, mW / worst slack [ns] / utilization (%) / instances
6_report: 0.0726 / 0.154 / 13.8 / 95
5_1_grt: 0.0815 / 0.0266 / 13.8 / 95
4_1_cts: 0.0745 / 0.00352 / 13.9 / 95
3_5_place_dp: 0.0762 / -0.390 / 13.9 / 95
3_3_place_gp: 0.0752 / -0.377 / 13.9 / 95
2_1_floorplan: 0.0312 / 0.610 / - / 33
cells by family (layout without fill, tap and decap cells):
group	Yosys count	count (layout)	share of synthesized area (%)
AND-OR/OR-AND	6	6	14.0
adder cells (fa/ha/maj)	7	7	32.6
buffers and inverters	5	21	9.77
multiplexers	7	7	30.7
AND/OR/NAND/NOR	8	8	13.0
critical path, delay by kind of cell:
kind	cells	cell delay, ns
buffers and inverters	3	0.72
adders and majority gates	1	0.21
and+or+nand+nor	1	0.16
muxes	1	0.14
final timing paths:
check	start	to	slack (ns)	cells past startpoint
worst max-delay path	i[0]	o[4]	0.15	6
worst min-delay path	i[2]	o[3]	1.47	3
timing repair:
action	4_1_cts	5_1_grt
pin swaps	0	1
resized	8	5
setup endpoints to repair	7	7
hold buffers	0	0
Power and IR drop assume default switching activity.
